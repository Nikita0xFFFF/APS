$ cat flow/constraint.sdc
current_design fulladder_usk

set clk_period 11.7
set clk_io_pct 0.2

create_clock -name clk0 -period $clk_period

set non_clock_inputs [all_inputs -no_clocks]
set_input_delay [expr $clk_period * $clk_io_pct] -clock clk0 $non_clock_inputs
set_output_delay [expr $clk_period * $clk_io_pct] -clock clk0 [all_outputs]
$ cat flow/run.sh
#!/bin/bash
# OpenROAD 26Q1-2900-gdf79404cd8, Yosys 0.63+post, stock flow scripts
make -C /OpenROAD-flow-scripts/flow DESIGN_CONFIG=/design/flow/config.mk WORK_HOME=/design/flow/orfs finish
$ cat flow/config.mk
export PLATFORM = sky130hd
export DESIGN_NAME = fulladder_usk
export DESIGN_NICKNAME = fulladder_usk
export VERILOG_FILES = /design/flow/design.v
export SDC_FILE = /design/flow/constraint.sdc
export NUM_CORES = 4
export LEC_CHECK = 1
export CORE_AREA = 10 10 99 99
export DIE_AREA = 0 0 109 109
$ cat flow/design.v
package alu_opcodes_pkg;
parameter ALU_OP_WIDTH = 5;
parameter ALU_ADD  = 5'b00000;
parameter ALU_SUB  = 5'b01000;
parameter ALU_XOR  = 5'b00100;
parameter ALU_OR   = 5'b00110;
parameter ALU_AND  = 5'b00111;
parameter ALU_SRA  = 5'b01101;
parameter ALU_SRL  = 5'b00101;
parameter ALU_SLL  = 5'b00001;
parameter ALU_LTS  = 5'b11100;
parameter ALU_LTU  = 5'b11110;
parameter ALU_GES  = 5'b11101;
parameter ALU_GEU  = 5'b11111;
parameter ALU_EQ   = 5'b11000;
parameter ALU_NE   = 5'b11001;
parameter ALU_SLTS = 5'b00010;
parameter ALU_SLTU = 5'b00011;
endpackage
package csr_pkg;
  localparam CSR_RW          = 3'b001;
  localparam CSR_RS          = 3'b010;
  localparam CSR_RC          = 3'b011;
  localparam CSR_RWI         = 3'b101;
  localparam CSR_RSI         = 3'b110;
  localparam CSR_RCI         = 3'b111;
  localparam MIE_ADDR        = 12'h304;
  localparam MTVEC_ADDR      = 12'h305;
  localparam MSCRATCH_ADDR   = 12'h340;
  localparam MEPC_ADDR       = 12'h341;
  localparam MCAUSE_ADDR     = 12'h342;
endpackage
`timescale 1ns / 1ps
module fulladder(
                input   a_i,
                input   b_i,
                input   carry_i,
                output  sum_o,
                output  carry_o
    );
assign sum_o = a_i ^ b_i ^ carry_i;
assign carry_o = (a_i & b_i) | ( carry_i & a_i) | (carry_i & b_i);  
endmodule
module fulladder4(
  input  logic [3:0] a_i, 
  input  logic [3:0] b_i, 
  input  logic       carry_i,
  output logic [3:0] sum_o,
  output logic       carry_o
);
genvar i;
logic [3:0] carry_signals [0:3];
generate
  for (i = 0; i < 4; i = i + 1) begin : newgen
    fulladder f (
      .a_i(a_i[i]),
      .b_i(b_i[i]),
      .carry_i(i == 0 ? carry_i : carry_signals[i-1]),
      .sum_o(sum_o[i]),
      .carry_o(carry_signals[i])
    );
  end
endgenerate
assign carry_o = carry_signals[3];
endmodule
module fulladder_usk(
  input  logic [31:0] a_i,
  input  logic [31:0] b_i,
  input logic         carry_i,
  output logic [31:0] sum_o,
  output logic        carry_o
);
  genvar i;
  logic [7:0] carry_signals;
  generate
    for (i = 0; i < 8; i = i + 1) begin : newgen
      fulladder4 f (
        .a_i(a_i[4*i +: 4]),
        .b_i(b_i[4*i +: 4]),
        .carry_i(i == 0 ? carry_i : carry_signals[i-1]),
        .sum_o(sum_o[4*i +: 4]),
        .carry_o(carry_signals[i])
      );
    end
  endgenerate
  assign carry_o = carry_signals[7];
endmodule
==> impl_metrics.py <==
# Auto-generated metrics
metrics = {
    "global_route": {
        "grt_pass1_vias": 943,
        "grtUsageTotal_pct": 5.18,
        "grt_overflow": 0,
        "grt_max_degree": 2,
        "grt_antenna_before_repair": 0,
        "grt_pass1_wl_um": 4810,
    },
    "synth": {
        "area_leaders": "fa_1 70%, buf_4 26%, inv_1 4.1%",
        "ys_cells": 74,
        "ys_types": 3,
        "top_area_share_pct": 69.8,
        "synthTopCellsByCount": "32 x buf_4, 32 x fa_1, 10 x inv_1",
        "ys_area_um2": 918,
        "synth_top_cell_by_area": "fa_1",
        "synth_warnings": 2,
        "syn_inst": 74,
        "synth.avg_cell_area_um2": 12.4,
        "yosysSeqAreaShare_pct": 0,
        "synth_area_um2": 918,
    },
    "timing": {
        "drv_slew": 0,
        "setup_violations": 14,
        "worstMarginPinSlew_ps": 127,
        "min_period_over_period_pct": 137,
        "final_hold_viol_count": 0,
        "relSlewSlack_pct": 91.5,
        "worst_hold_slack_ps": 5430,
        "fin_tns_setup_ps": -34070,
        "layout_setup_ws_ps": -4350,
        "min_period_ps": 16050,
        "rsz0062_at_grt": "yes",
        "max_freq_mhz": 62.3,
    },
    "pwr": {
        "clkPwrFrac_pct": 0,
        "p_leak_nw": 0.664,
        "switching_share_pct": 29.6,
        "intPower_uw": 60.8,
        "combPwrFrac_pct": 100.0,
        "p_seq_share_pct": 0,
        "p_sw_uw": 25.6,
        "p_per_area_mw_per_mm2": 47.5,
        "irDropWorstVdd_mv": 0.0136,
    },
    "critical_path": {
        "crit_top_cell": "fa_2",
        "crit_slowest_cell": "fa_1",
        "slowest_delay_ps": 390,
        "cp_max_fo": 1,
        "crit_type": "in -> out",
        "required_ps": 9360,
        "startpoint_type": "primary input",
        "crit_path_end_kind": "output port",
        "startpoint": "a_i[0]",
        "critPathArrivalTime_ps": 13710,
    },
    "cells_and_area": {
        "layout-drive-gt1-share_pct": 37.9,
        "clock_buffers": 0,
        "logic_area_um2": 718,
        "areaGrowthSynthToFinish_pct": 98.0,
        "flops": 0,
        "finalNonFillerCells": 242,
        "ff_latch_area_um2": 0,
        "fill_cells": 838,
    },
    "flow_run": {
        "cap_viol_max_count": 0,
        "tool_warnings": 35,
    },
    "drt": {
        "drc": 0,
        "drt-total-wl_um": 3240,
        "wl_per_cell_um": 13.4,
        "drt.antenna.violating_nets": 0,
        "diodes": 0,
        "vias": 749,
        "vias_per_cell": 3.10,
        "first_iter_violations": 0,
        "dr.pass1.iters": 1,
    },
    "floorplanning": {
        "std_cell_rows": 32,
        "core_mm2": 0.00773,
        "io-pin-count": 98,
        "dieHeight_um": 109,
        "die.size.x_um": 109,
        "core_util_floorplan_pct": 11.9,
        "chipArea_mm2": 0.0119,
    },
    "clock_network": {
        "post_cts_buffers": 0,
        "ctsHoldBuffers": 0,
    },
    "hold_path": {
        "holdPathStages": 5,
        "min-delay-start": "b_i[31]",
        "min_path_type": "in -> out",
        "hold-path-endpoint": "sum_o[31]",
    },
    "placed_design": {
        "dp_slack_ps": -5290,
        "portBuffers": 98,
        "gp_congestion": 0.883,
        "dp.final_hpwl_um": 3190,
        "dp_cells": 242,
    },
    "run_status": {
        "violations": "negative setup slack",
        "outcome": "finished with violations",
    },
}
[final cells by class]
class	count	share of cell area, %
Multi-Input combinational cell	32	39.5
Inverter	10	3.03
Tap cell	102	7.02
Timing Repair Buffer	98	50.4
[worst max-delay path by stage]
stage / to / slack (ps) / cells past startpoint
finish: sum_o[31] / -4350 / 38
global route: sum_o[31] / -4690 / 38
CTS: sum_o[31] / -4420 / 38
[logic make-up (layout without fill, tap and decap cells)]
kind of cell / after synthesis / count (layout) / share of synthesized area (%)
adders and majority gates: 32 / 32 / 69.8
buffers and inverters: 42 / 108 / 30.2
[cells in the final DEF (no fill, tap or decap), drive strengths merged]
cell / instances
buf: 17
clkdlybuf4s50: 77
dlygate4sd2: 3
dlymetal6s2s: 1
fa: 32
inv: 10
[routing by layer]
metal	vias to the layer above	track usage (%)	routed length, um
li1	313	-	-
met1	338	6.35	1290
met2	98	7.16	1060
met3	0	4.60	883
met4	0	0	0
met5	-	0	0
[critical path, delay by kind of cell]
family	cells	cell delay, ps
adder cells (fa/ha/maj)	32	10930
buffers and inverters	6	400
[power groups by stage]
stage | sequential, mW | clock [mW] | combinational [mW]
5_1_grt | 0 | 0 | 0.101
6_report | 0 | 0 | 0.0864
4_1_cts | 0 | 0 | 0.0907
[per-stage QoR]
stage	instance area, um^2	power, mW	util, %
floorplan	1020	0.0484	-
global placement	1880	0.0995	24.4
detailed placement	1880	0.100	24.4
CTS	1820	0.0907	23.5
global route	1820	0.101	23.5
finish	1820	0.0864	23.5
[what timing repair did]
action,CTS,global route
pin swaps,0,0
cloned,0,0
resized,65,1
endpoints found under the hold margin,0,0
setup endpoints to repair,17,16
Power and IR drop assume default switching activity.
