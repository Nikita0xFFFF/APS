==> ./config.mk <==
export PLATFORM = sky130hd
export DESIGN_NAME = rf_riscv
export DESIGN_NICKNAME = rf_riscv
export VERILOG_FILES = /design/flow/design.v
export SDC_FILE = /design/flow/constraint.sdc
export NUM_CORES = 4
export LEC_CHECK = 1
export CORE_UTILIZATION = 40
==> ./run.sh <==
#!/bin/bash
# OpenROAD 26Q1-2900-gdf79404cd8, Yosys 0.63+post, stock flow scripts
make -C /OpenROAD-flow-scripts/flow DESIGN_CONFIG=/design/flow/config.mk WORK_HOME=/design/flow/orfs finish
==> ./constraint.sdc <==
current_design rf_riscv

set clk_period 5.9
set clk_io_pct 0.2

create_clock -name clk0 -period $clk_period [get_ports {clk_i}]

set non_clock_inputs [all_inputs -no_clocks]
set_input_delay [expr $clk_period * $clk_io_pct] -clock clk0 $non_clock_inputs
set_output_delay [expr $clk_period * $clk_io_pct] -clock clk0 [all_outputs]
==> ./design.v <==
package alu_opcodes_pkg;
parameter ALU_OP_WIDTH = 5;
parameter ALU_ADD  = 5'b00000;
parameter ALU_SUB  = 5'b01000;
parameter ALU_XOR  = 5'b00100;
parameter ALU_OR   = 5'b00110;
parameter ALU_AND  = 5'b00111;
parameter ALU_SRA  = 5'b01101;
parameter ALU_SRL  = 5'b00101;
parameter ALU_SLL  = 5'b00001;
parameter ALU_LTS  = 5'b11100;
parameter ALU_LTU  = 5'b11110;
parameter ALU_GES  = 5'b11101;
parameter ALU_GEU  = 5'b11111;
parameter ALU_EQ   = 5'b11000;
parameter ALU_NE   = 5'b11001;
parameter ALU_SLTS = 5'b00010;
parameter ALU_SLTU = 5'b00011;
endpackage
package csr_pkg;
  localparam CSR_RW          = 3'b001;
  localparam CSR_RS          = 3'b010;
  localparam CSR_RC          = 3'b011;
  localparam CSR_RWI         = 3'b101;
  localparam CSR_RSI         = 3'b110;
  localparam CSR_RCI         = 3'b111;
  localparam MIE_ADDR        = 12'h304;
  localparam MTVEC_ADDR      = 12'h305;
  localparam MSCRATCH_ADDR   = 12'h340;
  localparam MEPC_ADDR       = 12'h341;
  localparam MCAUSE_ADDR     = 12'h342;
endpackage
`timescale 1ns / 1ps
module rf_riscv(
                input   logic         clk_i,
                input   logic         write_enable_i,
                input   logic  [4:0]  read_addr1_i,
                input   logic  [4:0]  read_addr2_i,
                input   logic  [4:0]  write_addr_i,
                input   logic  [31:0] write_data_i,
                output  logic  [31:0] read_data1_o,
                output  logic  [31:0] read_data2_o
    );
logic [31:0] rf_mem[31:0];
always_ff @(posedge clk_i)
  begin
  if(write_enable_i)
     rf_mem[write_addr_i]<=write_data_i;
  end
assign read_data1_o = (read_addr1_i==0)? 0:rf_mem[read_addr1_i];
assign read_data2_o = (read_addr2_i==0)? 0:rf_mem[read_addr2_i];
endmodule
==> notes.md <==
Implementation results.

The flow ran to the end, and the final reports show no timing, DRC or antenna violations. In this run, synthesis produced a sequential element count of 1024. The part of the Yosys area used for sequential elements is 0.655. The clock sink count is 1024. In the global route stage, overall resource usage came out at 0.277. The largest register by flop count is rf_mem.

The post-detailed-route count of antenna-violating nets is 0. The first global-routing pass estimated 211 mm of wire. The max-slew check reports its worst relative slack as 0.319. The initial antenna violation count is 11. In the final layout, the registers with the most flip-flops are rf_mem (1024). Buffers added to address setup during post-CTS repair amount to 0. The number of flip-flops under the largest register name is 1024.

The startpoint type of the worst setup path is a primary input. The number of maximum-capacitance violations recorded for the run is 0. The share of total power consumed by net switching is 0.226. The transition time at the pin with the least slew margin is 1.02 ns. Yosys stat counts 2400 cells in the synthesized netlist. The post-detailed-placement half-perimeter wirelength is 92.2 mm. Global routing finished with a remaining overflow of 0. The relative contribution of sequential cells to total power is 0.497. The worst-case hold slack is 1.33 ns. Across all layers, the routed design uses 26900 vias. The width of the die is 345 um. The number of H-tree branching levels is 3. The average instance area after synthesis is 19.6 um2. The sum of routed wire length over all layers is 149 mm. The clock-pin slew on the worst setup and hold paths is 0.06 ns.

The commonest cells after synthesis are 1024 x edfxtp_1, 425 x mux4_2, 183 x mux2i_1, 104 x clkbuf_1, 65 x nand2_1. Warnings raised by the tools during the run amount to 26. In the final layout, flip-flops and latches occupy 0.0307 mm2. The power per standard cell area is 301 mW/mm2. Post-CTS repair changed the size of 0 cells. The count of buffers from port buffering is 112. Of all cell types, the one taking the most synthesized area is edfxtp_1. After synthesis, the cell types taking the most area are edfxtp_1 65%, mux4_2 20%, mux2i_1 3.9%. The total of endpoints with negative setup slack in the final report is 0. The worst setup path is captured at an output port.

For reference, the final report shows the max-slew violation count at 0. The clock tree root driver cell is clkbuf_16. The arrival time at the worst endpoint is 4.48 ns.

The floorplan core density is 0.404. The final design area excluding fillers is 0.0545 mm2. The synthesized netlist has a Yosys-reported chip area of 0.0470 mm2.

Counting the warning lines in the Yosys log gives 1. The power report attributes to the clock group a share of 0.409. The path class of the tightest hold or removal check is in -> reg. For this run the top cell type by instance count after synthesis was edfxtp_1. The end of the worst hold path is rf_mem[27][7].

Looking at hold timing, the worst path starts from write_data_i[7]. The maximum clock frequency is 177 MHz. The number of placement rows is 125.

The total negative slack is 0 ns. The final cell count without fillers is 4214. From synthesis to final layout, the design area changed by 16.0%. The vertical die dimension is 345 um. The count of placed standard cells including taps is 4015.

Setup repair after global routing left no endpoint under its margin. The I/O pin total is 113. The reported leakage power is 17.5 nW. STA lists the maximum fanout along the critical path as 31.

Looking at the VDD voltage map, the peak drop is 236 uV. The final power report lists total power as 16.4 mW. The number of global-route vias before repair is 30500. The netlist uses 40 different library cells. The number of clock buffers added by TritonCTS is 105. Per the log, the first TritonRoute iteration ended with a DRC count of 1599. The fraction of synthesis flops using an asynchronous set or reset pin is 0.

The commonest register cell is edfxtp_1. The core region is 0.116 mm2. The reported net switching power is 3.70 mW. The floorplan step defined a die boundary enclosing 0.119 mm2. The final routed DRC violation total is 0. The final timing report lists a hold violation count of 0. The proportion of netlist area held by the largest area contributor is 0.655. The worst hold path passes through 2 cells. The post-layout period usage of the worst path is 0.960. The cell area reported after detailed placement is 0.0510 mm2.

At the end of routability-driven placement, the weighted congestion stood at 0.905. The area taken by multi-input combinational cells is reported as 0.0154 mm2. The combinational group share of total power is 0.094.

The filler cells instantiated in the layout total 9377. The synthesized design contains 1024 enable-type register cells. For the finished layout, the period the worst path requires is 5.66 ns.

The routed design shows a wire length per standard cell of 35.3 um. The worst endpoint required time is 4.72 ns. The share of cells above drive strength 1 is 0.305. TritonCTS built the clock tree.

The critical path in this run is classified as in -> out. The gate count after technology mapping is 2400. The quantity of hold-fixing buffers added after cts is 0. The cell area that synthesis handed to floorplanning was 0.0470 mm2. The detailed-routing iteration count for the pre-antenna-repair pass is 5.

The via density per instance is 6.39. The number of buffers between clock root and the deepest sink is 3. Cell internal power was estimated by the tool at 12.7 mW.

Entering global routing, the biggest net connects 66 pins.
metal layers:
layer,up-vias,share of wire,track usage
met4,31,0.036,0.0798
met5,-,0.0037,0.0288
met3,357,0.21,0.251
li1,10900,-,-
met2,2235,0.46,0.397
met1,13400,0.30,0.298
layout make-up:
cell class                 instances  share of cell area
antenna                            2           0.0000919
clock buffer                     125              0.0500
tap                             1524              0.0350
sequential                      1024               0.564
multi-input combinational       1150               0.283
timing repair buffer             292              0.0522
inverter                          25             0.00177
clock inverter                    72              0.0136
placed cells by master (no fill, tap or decap), types with 3 or more instances in the layout:
| cell type | instances |
|---|---|
| edfxtp_1 | 1024 |
| mux4_2 | 425 |
| mux2i_1 | 183 |
| buf_4 | 152 |
| clkbuf_16 | 106 |
| clkdlybuf4s50_1 | 105 |
| nand2_1 | 64 |
| a22o_1 | 62 |
| o22ai_1 | 55 |
| a211oi_1 | 47 |
| a21oi_1 | 46 |
| nor2_4 | 33 |
| nor3_1 | 32 |
| o221ai_1 | 31 |
| a2111oi_0 | 31 |
| buf_12 | 29 |
| inv_1 | 24 |
| clkinv_1 | 24 |
| a221oi_1 | 23 |
| a211o_1 | 23 |
| clkinv_2 | 21 |
| mux2_1 | 19 |
| clkbuf_1 | 19 |
| bufinv_16 | 14 |
| and2_1 | 12 |
| a32o_1 | 9 |
| nor4_1 | 9 |
| nand3b_1 | 7 |
| mux2_2 | 5 |
| nor2b_1 | 5 |
| inv_6 | 5 |
| clkinvlp_4 | 5 |
| nand3_1 | 4 |
| or3b_2 | 4 |
| buf_8 | 3 |
metrics by stage:
stage          utilization  worst slack [ns]
2_1_floorplan            -              1.97
3_5_place_dp         0.438             0.324
3_3_place_gp         0.438             0.319
4_1_cts              0.468             0.312
5_1_grt              0.468             0.166
6_report             0.468             0.238
how the worst max path moves through the flow:
stage | from | end | slack, ns | depth (start not counted)
CTS | read_addr2_i[3] | read_data2_o[2] | 0.31 | 8
global route | read_addr2_i[3] | read_data2_o[2] | 0.17 | 8
finish | read_addr2_i[3] | read_data2_o[4] | 0.24 | 8
power by group through the flow:
stage	Combinational, mW	Sequential, mW	Clock (mW)
4_1_cts	1.53	8.13	6.78
5_1_grt	1.63	8.14	7.04
6_report	1.55	8.13	6.69
cells by family after synthesis:
family          Yosys count  share of synthesized area
compound gates          331                     0.0541
buf+inv                 226                     0.0231
flops                  1024                      0.655
mux                     632                      0.249
simple gates            187                     0.0194
critical path, stage by stage:
cell and delay, ns:
clkdlybuf4s50_1 0.75, or3b_2 0.22, buf_4 0.46, o22ai_1 0.17
a2111oi_0 0.77, nor3_1 0.25, buf_4 0.24, clkdlybuf4s50_1 0.41
No activity file was given, so power comes from the tool's default toggle rates.
